$ cat design/flow/run.sh
#!/bin/bash
# OpenROAD 26Q1-2900-gdf79404cd8, Yosys 0.63+post, stock flow scripts
make -C /OpenROAD-flow-scripts/flow DESIGN_CONFIG=/design/flow/config.mk WORK_HOME=/design/flow/orfs finish
$ cat design/flow/config.mk
export PLATFORM = sky130hd
export DESIGN_NAME = top_control_unit
export DESIGN_NICKNAME = top_control_unit
export VERILOG_FILES = /design/flow/design.v
export SDC_FILE = /design/flow/constraint.sdc
export NUM_CORES = 4
export LEC_CHECK = 1
export CORE_AREA = 10 10 103 103
export DIE_AREA = 0 0 113 113
$ cat design/flow/constraint.sdc
current_design top_control_unit

set clk_period 5.0
set clk_io_pct 0.2

create_clock -name clk0 -period $clk_period

set non_clock_inputs [all_inputs -no_clocks]
set_input_delay [expr $clk_period * $clk_io_pct] -clock clk0 $non_clock_inputs
set_output_delay [expr $clk_period * $clk_io_pct] -clock clk0 [all_outputs]
$ cat design/flow/design.v
module top_control_unit(D, T, B, I, E, p, DR, AC, ld, clr, inc, r_wb, enable, sel, seq_clr, glb_clr, E_RESET, E_COMP, ALU_OP,inp_flag_reset,inp_flag,out_flag,float_flag);
input [7:0] D;
input [6:0] T;
input [11:0] B;
input I, E, glb_clr;
input [15:0] DR;
input [15:0] AC;
input inp_flag;  
input out_flag;  
output [9:0] ld; 		 	     
output [2:0] clr; 		 	  
output [3:0] inc; 			  
output [4:0] p; 			     
output reg r_wb,enable;  	  
output [2:0] sel; 	 	 	  
output wire seq_clr; 	 	  
output E_RESET, E_COMP;		  
output [1:0] ALU_OP;
output inp_flag_reset; 		  
output float_flag;
assign float_flag=D[7]&I&B[5];
wire [4:0] W,y;
wire [5:0] x; 
wire r,DIT;
wire wrong_inst;
wire error_halt;
reg R , IEN , R1;  
assign ALU_OP = (D[0])?2'b00:
					 (D[1])?2'b01:
					 (D[2])?2'b10:    
					  2'b11; 	      
assign r = (~I & D[7] & T[3]);   
assign DIT = I & D[7] & T[3] ;
assign wrong_inst = (D[7]&(((B[0]+B[1]+B[2]+B[3]+B[4]+B[5]+B[6]+B[7]+B[8]+B[9]+B[10]+B[11])!=1) | (I&(|B[4:0]))))? 1'b1:1'b0;
assign error_halt = D[7] & wrong_inst;
assign W[0] = (AC == 0) ? 1'b1 : 1'b0 ;					
assign y[0] = (B[2] & r & W[0]);
assign W[1] = (E == 0 ) ? 1'b1 : 1'b0 ;
assign y[1] = (B[1] & r & W[1]);
assign W[2] = (AC[15] == 1 ) ? 1'b1 : 1'b0 ;
assign y[2] = (B[3] & r & W[2]);
assign W[3] = ((AC[15] == 0) && (AC[14:0]!=0)) ? 1'b1 : 1'b0 ;
assign y[3] = (B[4] & r & W[3]);
assign W[4] = (DR == 0) ? 1'b1 : 1'b0 ;
assign y[4] = (D[6] & T[6] & W[4]);
assign inc[0] = ((~R&T[1]) | y[0] | y[1] | y[2] | y[3] | y[4] | (DIT&B[9]&inp_flag) | (DIT&B[8]&out_flag) | R1|(D[7]&I&B[5]&T[6])); 
assign ld[0] = ((T[4] & D[4]) | (T[6] & D[5])); 	    												             
assign clr[0] = (glb_clr) | (D[7] & I & T[3] & B[4]); 															    
assign ld[9] = R & T[1];
assign ld[1] = ((T[4]&D[0]) | (T[4]&D[1]) | (T[4]&D[2]) | (T[4]&D[6])| (T[4]&D[3]) | (T[4]&D[5]) | (R&T[0])|(D[7]&I&B[5]&T[5]));      
assign inc[1] = (T[5] & D[6]);						 														              
assign ld[2] = ~R&T[1];  
assign ld[3] = ((~R&T[0]) | (~R&T[2]) | (!D[7] & I & T[3])|(D[7]&I&B[5]&T[3])|(D[7]&I&B[5]&T[4]));  
assign inc[2] = (D[5] & T[5]); 					    
assign ld[8] = R&T[0];
assign clr[1] = (r & B[11]);    						           
assign inc[3] = (r & B[5]);  							           
assign ld[4] = (T[5] & (D[0] | D[1] | D[2]) | DIT&B[11]|(D[7]&I&B[5]&T[6]));  
assign ld[6] = (I&D[4]&T[3]) ;  
assign clr[2] = glb_clr;                  
assign ld[7] = (error_halt & (~R&T[0]));
always @(T,D,I,R)
	begin
		r_wb = 0;
		enable = 0;
		if ((D[3] && T[5])||(D[5] && T[5])||(D[6] && T[6])||(R && T[1]))
			begin
				r_wb = 0;
				enable = 1;
			end
		else if ((~R&T[1])||(!D[7] && I && T[3])||(D[0] && T[4])||(D[1] && T[4])||(D[2] && T[4])||(D[6] && T[4])||(D[7]&&I&&B[5]&&T[4])||(D[7]&&I&&B[5]&&T[5]))
			begin
				r_wb = 1;
				enable = 1;
			end
		else 
			enable = 0;
	end				
	 assign x[0] = ((D[4] & T[4]) | (D[5] & T[6])); 								            
	 assign x[1] = ((D[5] & T[4]) | (~R&T[0]) | (D[7] & T[3] & wrong_inst) | (R&T[0])|(D[7]&I&B[5]&T[3]));		   
	 assign x[2] = ((D[2] & T[5]) | (D[3] & T[5]) | (D[5] & T[5]) |(D[6] & T[6]) | (R&T[1]));   
	 assign x[3] = (D[3] & T[4] | ( DIT & B[10] & !wrong_inst ));							   
	 assign x[4] = ~R&T[2];															                     
	 assign x[5] = ((~D[7] & I & T[3]) | (T[4] & (D[0] | D[1] | D[2] | D[6])) | (~R&T[1])|(D[7]&I&B[5]&T[4])|(D[7]&I&B[5]&T[5]));  
	 assign sel = (x[0]) ? (3'b001):
				     (x[1]) ? (3'b010):
				     (x[2]) ? (3'b011):
				     (x[3]) ? (3'b100):
                 (x[4]) ? (3'b101):
                 (x[5]) ? (3'b110):
                  3'b000; 
	assign seq_clr = ((T[5] & (D[0] | D[1] | D[2] | D[3])) |
					  (D[4] & T[4]) | (T[6] & (D[5] | D[6])) | 
					  (((~I)&(D[7])) & B[0]) | (r & (B[1] | B[2] | B[3] | B[4] | B[5] | B[6] | B[7] | B[8] | B[9] | B[10] | B[11]))
					  | glb_clr |  DIT&(B[11]|B[10]|B[9]|B[8]|B[7]|B[6]) | (D[7] & I & T[3] & B[4]) | ld[7] | (error_halt & ((~R&T[0]) | T[3])) | R1|(D[7]&I&B[5]&T[6]));
	assign inp_flag_reset = ((DIT & B[11]) | glb_clr);
	assign ld[5] = DIT & B[10];		  
	always @(T,R,R1,glb_clr,IEN,inp_flag,out_flag)begin
		if( (~T[0]&~T[1]&~T[2]) & IEN & (inp_flag|out_flag))	R =1'b1;
		else if(R&T[2])begin    
			R = 1'b0;
			R1 = 1'b1;
		end
		else if(glb_clr)	R =1'b0;
		else if(T[0])	R1 =1'b0;
	end
	always @(T,D,I,B,R1,glb_clr,DIT,IEN)begin		
		if(DIT&B[7])			IEN =1'b1;
		else if(DIT&B[6])		IEN =1'b0;
		else if(R1)				IEN =1'b0;
		else if(glb_clr)		IEN =1'b0;
	end 
	assign E_RESET = (r & B[10]);     
	assign E_COMP  = (r & B[8]);      
	assign p[0]    = (r & B[7]);      
	assign p[1]    = (r & B[6]);      
	assign p[2]    = (r & B[9]); 	    
	assign p[3]    = (D[0] & T[5]);   
	assign p[4]    = (D[1] & T[5]);   
endmodule 
==> impl_summary.log <==
[metrics] run summary
[metrics] result of the run: finished with violations
[metrics] violations in the final reports: setup timing
[metrics] Placer Congestion: 0.861
[metrics] ratio of cells with drive above 1 in the final layout: 15.3%
[metrics] Initial DRT Pass Iterations: 4
[metrics] multi-input logic area: 910 um2
[metrics] number of standard cells after synthesis: 151
[metrics] relative area change from synthesis to final layout: 123%
[metrics] count of endpoints without a timing constraint: 3
[metrics] cell count after placement: 363
[metrics] total negative slack for setup checks: -3.34 ns
[metrics] final count of negative-setup-slack endpoints: 5
[metrics] Tcrit/Tclk final: 115%
[metrics] die width: 113 um
[metrics] crit path setup slack, layout: -0.750 ns
[metrics] vias: 1492
[metrics] Post-Synthesis Mean Instance Area: 6.64 um2
[metrics] relative slew slack: 55.3%
[metrics] cell types with the highest counts after synthesis: sky130_fd_sc_hd__inv_1, sky130_fd_sc_hd__nand2_1, sky130_fd_sc_hd__and2_1
[metrics] Finished Layout Cells: 367
[metrics] grt ovf: 0
[metrics] register pins left without a clock: 3
[metrics] number of flops mapped to enable cells by yosys: 0
[metrics] endpoint kind of the worst setup timing path: output pin
[metrics] number of cells in Yosys stat: 151
[metrics] top area contributor share: 14.0%
[metrics] number of synthesized register bits: 3
[metrics] Die Y: 113 um
[metrics] startpoint types: primary input
[metrics] number of antenna violations at the first check in global routing: 0
[metrics] peak supply drop: 0.0745 mV
[metrics] post-route minimum period: 5.75 ns
[metrics] count of pins on the block boundary: 98
[metrics] dominant register cell in the synthesized netlist: sky130_fd_sc_hd__dlxtn_1
[metrics] pin count of the biggest net entering global routing: 11
[metrics] final count of pins violating max slew: 0
[metrics] Antenna Violating Nets Remaining: 0
[metrics] setup repair after global routing missed its margin: true
[metrics] chip area: 12800 um2
[metrics] area of the core region: 8300 um2
[metrics] proportion of synthesized flip-flops having asynchronous set or reset: 0%
[metrics] Routed WL: 5620 um
[metrics] Crit. Startpoint: B[9]
[metrics] most frequent cell after synthesis: sky130_fd_sc_hd__inv_1
[metrics] largest cells by area after synthesis: sky130_fd_sc_hd__fa_1, sky130_fd_sc_hd__inv_1, sky130_fd_sc_hd__and2_1
[metrics] final design utilization: 27.0%
[metrics] number of vias per cell: 4.07
[metrics] initial cell density of the core: 12.1%
[metrics] post-synth area from yosys stat: 1000 um2
[metrics] register cell area after layout: 45.0 um2
[metrics] number of I/O port buffers: 98
[metrics] Detailed Route Iter0 Violations: 61
[metrics] wire length per cell: 15.3 um
[metrics] number of max-capacitance violations reported: 0
[metrics] number of warnings issued by yosys: 5
[metrics] required time at the endpoint of the critical path: 4.00 ns
[metrics] DRC violations left: 0
[metrics] Post-DP HPWL: 5180 um
[metrics] ANT cells: 0
[metrics] static leakage power: 0.954 nW
[metrics] final worst hold slack: 2.49 ns
[metrics] source of the worst hold timing path: B[0]
[metrics] number of global-route vias before repair: 1624
[metrics] maximum clock frequency: 174 MHz
[metrics] Final Hold Fails: 0
[metrics] filler instances: 881
[metrics] Unique masters post-synth: 35
[metrics] Worst Path Max Fanout: 2
[metrics] cell accounting for the most synthesized area: sky130_fd_sc_hd__fa_1
[metrics] power per standard cell area: 114 nW/um2
[metrics] minimum setup slack after placement: -1.50 ns
[metrics] Min-Delay Path Class: primary input to output pin
[metrics] Post-Syn Area: 1000 um2
[metrics] number of logged tool warnings: 36
[metrics] critical path class: primary input to output pin
[metrics] Overall Global Routing Usage: 8.42%
[metrics] wire length of the first global-routing pass: 8760 um
[metrics] worst-margin pin slew: 0.662 ns
[metrics] number of core rows: 33
[metrics] Worst EP arrival: 4.75 ns
-- state kept, by name, indices dropped and copies added (netlist names) --
name	flops
IEN	1
R	1
R1	1
-- worst max-delay path, stage by stage --
cell                      delay (ns)
sky130_fd_sc_hd__buf_6          0.10
sky130_fd_sc_hd__fa_1           0.50
sky130_fd_sc_hd__fa_1           0.51
sky130_fd_sc_hd__inv_1          0.05
sky130_fd_sc_hd__fa_1           0.49
sky130_fd_sc_hd__fa_1           0.41
sky130_fd_sc_hd__inv_1          0.07
sky130_fd_sc_hd__ha_2           0.18
sky130_fd_sc_hd__inv_2          0.04
sky130_fd_sc_hd__fa_2           0.34
sky130_fd_sc_hd__a22o_1         0.24
sky130_fd_sc_hd__nand4_1        0.13
sky130_fd_sc_hd__buf_4          0.14
sky130_fd_sc_hd__or3b_1         0.33
sky130_fd_sc_hd__a31oi_1        0.12
sky130_fd_sc_hd__buf_2          0.12
-- area by class of cell --
class	count	area share, %
timing repair buffer	112	47.3
multi-input combinational	122	40.7
tap	105	5.87
inverter	25	4.19
sequential	3	2.01
-- layer usage --
layer	up-vias	wire (um)	GRT usage [%]
li1	757	-	-
met3	2	365	1.92
met4	0	8	0.169
met2	43	2920	15.5
met1	690	2320	10.2
met5	-	0	0
-- metrics by stage --
step           cell area, um2  power, W
6_report                 2240  0.000254
5_1_grt                  2240  0.000287
4_1_cts                  2220  0.000247
3_5_place_dp             2190  0.000232
3_3_place_gp             2190  0.000226
2_1_floorplan            1010  0.000108
-- final timing paths --
kind | end | slack, ns | cells past startpoint
hold / removal | seq_clr | 2.49 | 6
setup / recovery | sel[1] | -0.75 | 16
-- cell families after synthesis --
group,synth area share [%]
AND/OR/NAND/NOR,45.1
adder cells (fa/ha/maj),20.2
latches,4.49
AND-OR/OR-AND,19.1
multiplexers,0.999
buffers and inverters,10.1
-- cell usage in the layout, fill, tap and decap left out, types with 2 or more instances in the layout --
cell type	n
sky130_fd_sc_hd__clkdlybuf4s50_1	87
sky130_fd_sc_hd__inv_1	24
sky130_fd_sc_hd__nand2_1	15
sky130_fd_sc_hd__and2_1	13
sky130_fd_sc_hd__buf_4	12
sky130_fd_sc_hd__nor2_1	10
sky130_fd_sc_hd__nor4_1	8
sky130_fd_sc_hd__buf_2	8
sky130_fd_sc_hd__a21oi_1	7
sky130_fd_sc_hd__a22o_1	6
sky130_fd_sc_hd__o21ai_0	6
sky130_fd_sc_hd__fa_1	6
sky130_fd_sc_hd__and3_1	5
sky130_fd_sc_hd__buf_6	5
sky130_fd_sc_hd__nand4_1	4
sky130_fd_sc_hd__ha_1	4
sky130_fd_sc_hd__dlxtn_1	3
sky130_fd_sc_hd__nor2b_1	3
sky130_fd_sc_hd__o41ai_1	3
sky130_fd_sc_hd__nor3_1	3
sky130_fd_sc_hd__nor3b_2	2
sky130_fd_sc_hd__nand2_2	2
sky130_fd_sc_hd__or4_1	2
sky130_fd_sc_hd__nand3b_1	2
sky130_fd_sc_hd__or3b_1	2
-- repair_timing --
| action | CTS | global route |
|---|---|---|
| gates resized | 52 | 2 |
| setup buffers | 3 | 1 |
| setup endpoints to repair | 5 | 5 |
| pin swaps | 17 | 9 |
| hold buffers | 0 | 0 |
| gates cloned | 0 | 0 |
-- report_power, final --
part             total, W  internal [W]  switching [W]  leakage [nW]
sequential     0.00000116    0.00000113   0.0000000320        0.0228
combinational    0.000253      0.000144       0.000108         0.931
clock                   0             0              0             0
total            0.000254      0.000146       0.000108         0.954
Power figures rest on the tool's default switching activity, not on a simulated workload.
