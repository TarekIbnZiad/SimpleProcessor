`flow/design.v`:
```
module ALU(AC_OUT, DR_OUT, E_OUT, sel, ALU_RESULT, E_RESULT,INPR,float_flag);
input [15:0] AC_OUT, DR_OUT;
input E_OUT;
input [1:0] sel;
input [7:0] INPR;
input float_flag;
output [15:0] ALU_RESULT;
output E_RESULT;
wire [15:0]float_out;
addf addf(.in1(AC_OUT) ,.in2(DR_OUT) ,.out(float_out)); 
assign {E_RESULT, ALU_RESULT} = (float_flag==1)?{1'b0,float_out}:
										  (sel==2'b00)?({E_OUT, AC_OUT & DR_OUT}):    
										  (sel==2'b01)?(AC_OUT + DR_OUT):    			 
                                (sel==2'b10)?({E_OUT, DR_OUT}):       		 
                                ({E_OUT,8'b0,INPR});           				 
endmodule 
`timescale 1ns / 1ps
module add_fp(G_in,S_in,out
    );
input[15:0] G_in,S_in; 
output[15:0] out;
wire [4:0]diff;
shift_amount u(G_in[14:10],S_in[14:10],diff);
assign out=(G_in==0||S_in==0)?S_in|G_in:(G_in[15]==S_in[15])?{G_in[15:10],G_in[9:0]+(S_in[9:0]>>(diff))}
       :{(G_in[9:0]>(S_in[9:0]>>diff))?G_in[15]:S_in[15],G_in[14:10],(G_in[9:0]>(S_in[9:0]>>diff))?G_in[9:0]-(S_in[9:0]>>diff):(S_in[9:0]>>diff)-G_in[9:0]};
endmodule
`timescale 1ns / 1ps
module addf(in1,in2,out
    );
input[15:0] in1,in2; 
output[15:0] out;
wire[15:0] g,s;
assign {g,s}=(in1[14]==in2[14])?((in1[13:10]>in2[13:10])?{in1,in2}:{in2,in1})
										 :((in1[14])				  ?{in2,in1}:{in1,in2});
add_fp u(g,s,out);
endmodule
`timescale 1ns / 1ps
module shift_amount(in1,in2,out
    );
input[4:0] in1,in2; 
output[4:0]out;
assign out={1'b0,(in1[3:0]-in2[3:0])}; 
endmodule
```
`flow/run.sh`:
```
#!/bin/bash
# OpenROAD 26Q1-2900-gdf79404cd8, Yosys 0.63+post, stock flow scripts
make -C /OpenROAD-flow-scripts/flow DESIGN_CONFIG=/design/flow/config.mk WORK_HOME=/design/flow/orfs finish
```
`flow/config.mk`:
```
export PLATFORM = sky130hd
export DESIGN_NAME = ALU
export DESIGN_NICKNAME = ALU
export VERILOG_FILES = /design/flow/design.v
export SDC_FILE = /design/flow/constraint.sdc
export NUM_CORES = 4
export LEC_CHECK = 1
export CORE_UTILIZATION = 30
```
`flow/constraint.sdc`:
```
current_design ALU

set clk_period 22.1
set clk_io_pct 0.2

create_clock -name clk0 -period $clk_period

set non_clock_inputs [all_inputs -no_clocks]
set_input_delay [expr $clk_period * $clk_io_pct] -clock clk0 $non_clock_inputs
set_output_delay [expr $clk_period * $clk_io_pct] -clock clk0 [all_outputs]
```
==> impl_metrics.ini <==
; synthesis and place-and-route metrics
[worst_setup_path]
cp-start-kind = primary input
cpMostUsedCell = mux2_2
worst_ep_arrival_time_ns = 12.52
crit_path_end_kind = output pin
cp_slowest_cell = a21oi_1
critPathMaxStageDelay_ns = 0.65
required_ns = 17.68
path_class = in -> out
path_max_fanout = 36

[cells_and_area]
seq_area_um2 = 0
drive_gt1_share_pct = 7.89
syn_to_final_growth_pct = 19.3
nFlopsAndLatches = 0
fin_cells = 717
clkbuf_count = 0

[power_and_ir_drop]
total_power_mw = 0.305
p_comb_share_pct = 100.0
pwr-share-seq_pct = 0
p_sw_mw = 0.162
internal_power_mw = 0.143
leakage_nw = 2.05
peakVddDrop_mv = 0.0230
clkPwrFrac_pct = 0
netSwitchingFraction_pct = 53.1
p_per_area_nw_per_um2 = 66.3

[yosys]
ys_cells = 503
synth_warnings = 0
yosys.area.top_type = ha_1
yosysUniqueCellTypes = 63
netlist_area_um2 = 3860
top_cell_area_share_pct = 18.5
avgSynthCellArea_um2 = 7.68
top_cell = ha_1
ys_area_um2 = 3860
synthCells = 503
postSynthSeqShare_pct = 0
ys_top_cells_by_count = ha_1 (57), mux2i_1 (55), a21oi_1 (43), inv_1 (43), nor2_1 (35)
ys_top_cells_by_area = ha_1 (18%), mux2i_1 (14%), mux4_2 (5.8%)

[placed_design]
dp_hpwl_um = 10700
dpl.cell_count = 717
numPortBuffers = 61
gp_congestion = 0.934

[final_timing]
fmax_ghz = 0.0590
fin_tns_setup_ns = 0
rsz0062_at_grt = false
setup_viol = 0
relSlewSlack_pct = 45.5
hold_ws_ns = 9.85
hold_viol_final = 0
final_max_slew_viol_count = 0
layout_min_cycle_time_ns = 16.94
worst_slew_pin_slew_ns = 0.817
finalCritPeriodShare_pct = 76.7

[floorplanning]
num_io_pins = 61
rows = 41
dieWidth_um = 115
core_area_um2 = 12600
dieArea_um2 = 13300
die_h_um = 115
initial_core_util_pct = 30.7

[grt]
grt_max_degree = 37
antenna_found_initial = 0
grt.total_usage_pct = 20.5
grt_first_pass_wirelength_um = 20800
grt_pass1_vias = 3804
overflow = 0

[clocking]
ctsResizeCount = 0
post_cts_buffers = 0
postCtsHoldBufs = 0

[routing]
final_antenna_net_count = 0
drtIter0Drc = 279
vias = 3994
drt_first_pass_iters = 4
detail_route.wl_per_cell_um = 18.0
antennaDiodeCount = 0
drc = 0
wl_um = 12900
viasPerCell = 5.57

[hold_path]
hp-class = in -> out

[outcome]
status = finished clean

[flow_run]
maxCapViolCount = 0
warnings = 60
## metrics by stage
| stage | util [%] | worst slack, ns | area [um2] |
|---|---|---|---|
| after detailed placement | 36.7 | 5.16 | 4610 |
| after global placement | 36.7 | 5.25 | 4610 |
| after global routing | 36.7 | 4.41 | 4610 |
| final | 36.7 | 5.16 | 4610 |
| after floorplan | - | 7.25 | 3860 |
| after CTS | 36.7 | 5.16 | 4610 |
## placed cells by master, fill, tap and decap left out, drive strengths merged, types with 8 or more instances in the layout
cell,instances
a21o,11
a21oi,43
clkdlybuf4s50,61
ha,57
inv,43
mux2,16
mux2i,55
mux4,10
nand2,28
nand3,10
nor2,35
nor2b,11
nor3,13
nor4,8
o21ai,22
xnor2,17
## power by group through the flow
stage	clock [mW]	sequential [mW]	combinational, mW
6_report	0	0	0.305
5_1_grt	0	0	0.338
4_1_cts	0	0	0.304
## worst paths after layout
| kind | from | end | cells after the start | slack (ns) |
|---|---|---|---|---|
| setup / recovery | AC_OUT[12] | ALU_RESULT[3] | 26 | 5.16 |
| hold / removal | E_OUT | E_RESULT | 4 | 9.85 |
## per-layer routing
metal | global-route usage (%) | part of all wire, % | vias to the layer above | wire length, um
li1 | - | - | 1952 | -
met1 | 31.0 | 48 | 1926 | 6160
met2 | 32.7 | 47 | 102 | 6000
met3 | 1.55 | 4.2 | 14 | 544
met4 | 3.20 | 1.3 | 0 | 173
met5 | 0 | 0 | - | 0
## cells by family after synthesis
kind of cell             Yosys count  synth area share [%]
AND-OR/OR-AND                    135                  23.6
XOR/XNOR                          21                  5.44
adder cells (fa/ha/maj)           62                  21.1
buffers and inverters             69                  7.48
multiplexers                      81                  24.9
AND/OR/NAND/NOR                  135                  17.5
## critical path, delay by kind of cell
kind	cells	cell delay, ns
compound gates	6	1.29
xor+xnor	1	0.58
fa+ha+maj	4	1.53
buf+inv	6	2.02
mux	7	2.17
simple gates	2	0.48
## layout make-up
cell class         count  area (um2)
fillers             1273        7960
multi-input cells    434        3570
repair buffers        67         656
well taps            172         215
inverters             44         165
Power figures rest on the tool's default switching activity, not on a simulated workload.
