**./design.v**
```verilog
module AC_E(clk, data_in, ld, inc, clr, E_IN, CMA, CME, CIR, CIL, CLE, E_OUT, data_out);
input clk, ld, inc, clr, E_IN, CMA, CME, CIR, CIL, CLE;
input [15:0] data_in;
output reg E_OUT;
output reg [15:0] data_out;
always @(posedge clk)
	begin
		if	    (clr == 1'b1)	    data_out = 0;												                
		else if (ld == 1'b1)		{E_OUT, data_out} = {E_IN, data_in};						          
		else if (inc == 1'b1)		{E_OUT, data_out} = {E_OUT,data_out+1'b1};						 
		else if (CMA == 1'b1)		data_out = ~data_out;										          
		else if (CME == 1'b1)		E_OUT = ~E_OUT;												          
		else if (CLE == 1'b1)		E_OUT = 0;													             
		else if (CIR == 1'b1)		{E_OUT, data_out} = {data_out[0], E_OUT, data_out[15:1]};	 
		else if (CIL == 1'b1)		{E_OUT, data_out} = {data_out[15], data_out[14:0], E_OUT};	 
	end
endmodule 
```
**./run.sh**
```bash
#!/bin/bash
# OpenROAD 26Q1-2900-gdf79404cd8, Yosys 0.63+post, stock flow scripts
make -C /OpenROAD-flow-scripts/flow DESIGN_CONFIG=/design/flow/config.mk WORK_HOME=/design/flow/orfs finish
```
**./config.mk**
```make
export PLATFORM = sky130hd
export DESIGN_NAME = AC_E
export DESIGN_NICKNAME = AC_E
export VERILOG_FILES = /design/flow/design.v
export SDC_FILE = /design/flow/constraint.sdc
export NUM_CORES = 4
export LEC_CHECK = 1
export CORE_UTILIZATION = 30
```
**./constraint.sdc**
```tcl
current_design AC_E

set clk_period 4.7
set clk_io_pct 0.2

create_clock -name clk0 -period $clk_period [get_ports {clk}]

set non_clock_inputs [all_inputs -no_clocks]
set_input_delay [expr $clk_period * $clk_io_pct] -clock clk0 $non_clock_inputs
set_output_delay [expr $clk_period * $clk_io_pct] -clock clk0 [all_outputs]
```
==> metrics.cfg <==
[status]
outcome=finished, final reports clean

[sta]
relSlewSlack=0.435
layout_setup_ws_ns=1.82
worstMarginPinSlew_ns=0.845
totalNegativeSetupSlack_ns=0
final_min_period_over_clock_period=0.614
finClkSkew_ns=0.00161
finalHoldViolations=0
timing.final.setup_violations=0
rsz_0062_raised_after_global_routing=false
final-max-slew-violation-count=0
finalCriticalPeriod_ns=2.88
achievable-frequency_mhz=347

[yosys]
post_synth_inst_count=228
post_synthesis_cell_count_from_yosys=228
synth_sequential_area_ratio=0.196
ys_types=60
netlist_top_cells_area=sky130_fd_sc_hd__dfxtp_1, sky130_fd_sc_hd__mux2i_1, sky130_fd_sc_hd__nand2b_1
synth_async_sr_flop_share=0
yosysWarnings=1
synth-edff-count=1
yosys-stat-area_um2=1790
largest_area_cell=sky130_fd_sc_hd__dfxtp_1
top_area_contributor_share=0.179
postSynthAreaPerCell_um2=7.86
yosys_register_bits=17
synth.cells.most_frequent=sky130_fd_sc_hd__nand2_1, sky130_fd_sc_hd__dfxtp_1, sky130_fd_sc_hd__a21oi_1, sky130_fd_sc_hd__nor2_1, sky130_fd_sc_hd__nand2b_1
top_cell=sky130_fd_sc_hd__nand2_1
syn_area_um2=1790
synth_top_flop_cell=sky130_fd_sc_hd__dfxtp_1

[pwr]
p_int_uw=297
power_frac_comb=0.315
power_frac_seq=0.424
powerDensity_nw_per_um2=200
power_frac_clock=0.261
swShare=0.323
max-vdd-ir-drop_mv=0.101
netSwitchingPower_uw=142
cellLeakagePower_nw=0.800

[layout]
layout.filler_cells=594
drive_above_1_share=0.0934
sequential_cell_area_um2=350
multiInputGateArea_um2=1230
area_growth_from_synthesis_to_final_layout_pct=22.6

[routing]
finalWirelength_um=5000
postRouteAntennaNets=0
drt_first_iter_violations=165
routed_via_count_divided_by_cell_count=5.44
drt_drc_violations_left=0
avgRoutedWirePerCell_um=15.2
routed-via-count=1789
drt_pass1_iterations=4
antenna_cells_inserted=0

[global_routing]
first_global_vias=1708
maximum_number_of_pins_on_one_net_before_global_route_repair=34
grt_pass1_wl_um=8380
globalRouteTotalUtil=0.168
grt_overflow=0
antenna_found_initial=0

[clocking]
ctsLongestPathBuffers=2
clk_pin_slew_worst_paths_ns=0.07
cts.sink_count=17
depth_of_the_cts_h_tree=1
cts_inserted_buffers=3
postCtsSetupBuffers=0
cts_tree=done
clock_latency_ns=0.25
cts_hold_buffers=0
cts.root.buffer_cell=sky130_fd_sc_hd__clkbuf_8
cts_resized=0

[floorplanning]
fp_util=0.318
boundaryPins=43
area_of_the_placeable_core_um2=5640
die_height_um=79.3
placement_rows=27
fp.dieArea_um2=6290
fp.dieW_um=79.3

[worst_setup_path]
critical_path.endpoint_type=register
critical_path_arrival_ns=3.03
required_ns=4.84
setup.worst_path.class=primary input to register
critPathMaxFanout=12
ff2ff_path_depth=6
cp-start-kind=primary input

[place]
place.gp.congestion=0.830
pre_cts_ws_ns=1.57
placement.io_buffers=42
dp_hpwl_um=3420

[hold_path]
min_path_type=register to register
whs_path_depth=2

[run]
max-cap-violations=0
warnings=25

layer usage:
metal	track usage	routed length (µm)
met5	0	0
met1	0.249	2430
met3	0.0198	222
met4	0.0200	25
met2	0.270	2320
stage by stage:
step                      hold WS, ns  power [mW]  cells  cell area [µm²]  utilization
after global routing            0.661       0.471    329             2200        0.389
after detailed placement        0.615       0.328    325             2150        0.381
after floorplan                 0.532       0.273    228             1790            -
after CTS                       0.628       0.446    329             2200        0.389
final                           0.631       0.439    329             2200        0.389
after global placement          0.615       0.328    325             2150        0.381
worst max-delay path, cell delays in order:
cell and delay (ns):
sky130_fd_sc_hd__clkdlybuf4s50_1 0.44, sky130_fd_sc_hd__nor2_1 0.66, sky130_fd_sc_hd__nand2_1 0.29, sky130_fd_sc_hd__a2111oi_0 0.47
sky130_fd_sc_hd__a211o_1 0.17, sky130_fd_sc_hd__a21oi_2 0.05
layout make-up:
type                       count  share of cell area
sequential                    17               0.159
clock buffer                   4              0.0205
timing repair buffer          47               0.208
multi-input combinational    182               0.559
inverter                       7              0.0120
tap                           72              0.0410
path summary, 6_finish.rpt:
kind                      from            to  slack [ns]
setup / recovery           CME  data_out[11]        1.82
hold / removal    data_out[10]  data_out[10]        0.63
setup reg to reg   data_out[0]  data_out[14]        2.67
hold reg to reg   data_out[10]  data_out[10]        0.63
power groups by stage:
| stage | registers [mW] | clock network [mW] | logic [mW] |
|---|---|---|---|
| CTS | 0.186 | 0.120 | 0.140 |
| global route | 0.190 | 0.127 | 0.154 |
| finish | 0.186 | 0.115 | 0.138 |
cells by family (layout without fill, tap and decap cells):
logic type | after synthesis | in the layout | synth area share
and+or+nand+nor | 91 | 91 | 0.284
muxes | 16 | 16 | 0.0929
buffers and inverters | 29 | 58 | 0.119
DFF | 17 | 17 | 0.196
adders and majority gates | 1 | 1 | 0.00698
xor gates and xnor gates | 7 | 7 | 0.0342
AOI/OAI and AO/OA | 67 | 67 | 0.267
layout by cell type, fill, tap and decap left out, drive strengths merged, types with 6 or more instances in the layout:
cell	Yosys	routed
o21ai	9	9
inv	7	7
nor2	15	15
nand3	7	7
nor3	6	6
nand2b	14	14
mux2i	11	11
dfxtp	16	16
a21oi	17	17
clkdlybuf4s50	0	42
nand2	24	24
registers in the layout, indices dropped and copies added, names as in the netlist:
name	count
data_out	16
E_OUT	1
Power and IR drop assume default switching activity.
